## ./design.v

```verilog
module myCPU(
    input wire clk,
    input wire rst,
    input wire [31:0] instruction_spo,  
    output wire [15:0] if_pc_addr,  
    output wire [4:0]rd,
    output wire rd_enable,  
    output wire [31:0] wb_data,  
    output wire [15:0] wb_addr,  
    output wire wb_enable,  
    output wire [31:0] read_data,  
    output wire [15:0]addr,
    output wire [15:0] ext_mem_addr,
    output wire [31:0] ext_mem_wdata,
    output wire ext_mem_write,
    output wire ext_mem_read,
    input wire [31:0] ext_mem_rdata,
    input wire ext_mem_ready
);
reg [42:0]sign_3;
reg [42:0]sign_1;
    assign rd=sign_1[26:22];
    assign rd_enable=sign_3[12];
    wire if_jump_error;
    wire [15:0] if_jump_fix_addr;
     wire branch_taken;
    wire [31:0] id_reg_data1;
    wire [31:0] id_reg_data2;
    wire [31:0] id_imm_data;
    wire [31:0] ex_alu_result;
    wire ex_data_conflict;
    wire mem_ready;
    wire wb_reg_write_enable;
    wire [31:0] wb_write_data;
    wire [4:0] wb_write_addr;
wire [42:0]sign;
wire [15:0] next_addr;
     IF if_stage(
         .clk(clk),
         .rst(rst),
         .is_b_jump(branch_taken),  
         .instruction_in(instruction_spo),
         .jump_error(if_jump_error), 
         .jump_fix_addr(if_jump_fix_addr),
         .pc_next_out(if_pc_addr)
     );
 assign addr=if_jump_error?if_jump_fix_addr:if_pc_addr;  
     reg  [15:0]IF_jicunqi;
    always @(posedge clk or negedge rst) 
        if(rst)
         IF_jicunqi<=16'b0;
        else if(branch_taken)
         IF_jicunqi<=0;
        else
         IF_jicunqi<=addr;
    ID id_stage(
        .clk(clk),
        .rst(rst),
        .instruction(instruction_spo),
        .write_data(wb_write_data),
        .write_addr(wb_write_addr),
        .reg_write_enable(wb_reg_write_enable),
        .reg_data1(id_reg_data1), 
        .reg_data2(id_reg_data2),
        .imm_data(id_imm_data)
    );
reg [95:0]ID_jicuqi;
always@(posedge clk or negedge rst)
    if(rst)
      ID_jicuqi<=96'b0;
    else if(branch_taken)
      ID_jicuqi<=0;
    else 
      ID_jicuqi<={id_reg_data1,id_reg_data2,id_imm_data};
reg [31:0]MEM_jicunqi;
    Control control_unit(
        .Instruction(instruction_spo),        
        .sign(sign)            
    );
    always @(posedge clk or negedge rst) begin
        if(rst)
            sign_1<=43'b0;
        else
            sign_1<=sign;
    end
reg [42:0]sign_4;
    EX ex_stage(
        .clk(clk),
        .rst(rst),
        .operand1(ID_jicuqi[95:64]),                                   
        .operand2(ID_jicuqi[63:32]),  
        .imm_data(ID_jicuqi[31:0]),
        .pc_addr(addr),
        .alu_control(sign_1[15:13]),
        .slti(sign_4[33]),
        .use_imm(sign_1[18]),
        .use_pc(sign_1[16]),
        .ex_dest(sign_1[26:22]),
        .mem_dest(sign_2[26:22]), 
        .wb_dest(sign_3[26:22]), 
        .is_b_type(sign_1[32]),
        .ex_write_enable(sign_1[12]),  
        .mem_write_enable(sign_2[12]),  
        .wb_write_enable(sign_3[12]), 
        .mem_data(EX_jicunqi[47:16]),  
        .wb_data(wb_write_data),
        .id_rs1(sign_1[6:2]),
        .id_rs2(sign_1[11:7]),
        .branch_control(sign_1[38:37]),  
        .is_lui(sign_1[34]),  
        .alu_result(ex_alu_result), 
        .branch_taken(branch_taken),
        .data_conflict(ex_data_conflict)
    );
reg [42:0]sign_2;
    always @(posedge clk or negedge rst) begin
        if(rst)
            sign_2<=43'b0;
        else
            sign_2<=sign_1;
    end
reg [47:0] EX_jicunqi;
always @(posedge clk or negedge rst) begin
    if(rst)
      EX_jicunqi<=64'b0;
    else if(branch_taken)
      EX_jicunqi<=0;
    else begin
        EX_jicunqi[15:0]<=IF_jicunqi;
        EX_jicunqi[47:16]<=ex_alu_result;
    end
end
    MEM mem_stage(
        .clk(clk),
        .rst(rst),
        .mem_read(sign_2[36]),
        .mem_write(sign_2[35]),
        .mem_addr(EX_jicunqi[15:0]),
        .write_data(EX_jicunqi[47:16]),
        .read_data(read_data), 
        .mem_ready(mem_ready),
        .ext_mem_addr(ext_mem_addr),
        .ext_mem_wdata(ext_mem_wdata),
        .ext_mem_write(ext_mem_write),
        .ext_mem_read(ext_mem_read),
        .ext_mem_rdata(ext_mem_rdata),
        .ext_mem_ready(ext_mem_ready)
    );
    always @(posedge clk or negedge rst) begin
        if(rst)
            sign_3<=43'b0;
        else
            sign_3<=sign_2;
    end
        always @(posedge clk or negedge rst) begin
        if(rst)
            sign_4<=43'b0;
        else
            sign_4<=sign_3;
    end
always @(posedge clk or negedge rst) begin
    if(rst)
     MEM_jicunqi<=32'b0;
    else if(branch_taken)
     MEM_jicunqi<=0;
    else 
     MEM_jicunqi<=read_data;
end
    WB wb_stage(
        .clk(clk),
        .rst(rst),
        .wb_enable(sign_3[12]),
        .wb_data(MEM_jicunqi),
        .wb_dest(sign_3[26:22]), 
        .is_b_type(sign_3[32]),
        .reg_write_enable(wb_reg_write_enable), 
        .write_data(wb_write_data),
        .write_addr(wb_write_addr)
    );
assign wb_data=wb_write_data;
assign wb_enable=sign_3[12];
endmodule
    module MEMModule(
        input wire clk,
        input wire rst,
        input wire mem_read,
        input wire mem_write,
        input wire [15:0] addr,
        input wire [31:0] write_data,
        output wire [31:0] read_data,
        output wire ready
    );
        reg [31:0] memory [0:255];  
        reg mem_ready;
        assign read_data = memory[addr[7:0]];
        assign ready = mem_ready;
        always @(posedge clk or posedge rst) begin
            if (rst) begin
                mem_ready <= 1'b0;
            end else begin
                if (mem_write) begin
                    memory[addr[7:0]] <= write_data;  
                    mem_ready <= 1'b1;
                end else if (mem_read) begin
                    mem_ready <= 1'b1;  
                end else begin
                    mem_ready <= 1'b0;
                end
            end
        end
    endmodule
```

## ./run.sh

```bash
#!/bin/bash
# OpenROAD 26Q1-2900-gdf79404cd8, Yosys 0.63+post, stock flow scripts
make -C /OpenROAD-flow-scripts/flow DESIGN_CONFIG=/design/flow/config.mk WORK_HOME=/design/flow/orfs finish
```

## ./config.mk

```make
export PLATFORM = sky130hd
export DESIGN_NAME = MEMModule
export DESIGN_NICKNAME = MEMModule
export VERILOG_FILES = /design/flow/design.v
export SDC_FILE = /design/flow/constraint.sdc
export NUM_CORES = 4
export LEC_CHECK = 1
export CORE_UTILIZATION = 50
```

## ./constraint.sdc

```tcl
current_design MEMModule

set clk_period 8.1
set clk_io_pct 0.2

create_clock -name clk0 -period $clk_period [get_ports {clk}]

set non_clock_inputs [all_inputs -no_clocks]
set_input_delay [expr $clk_period * $clk_io_pct] -clock clk0 $non_clock_inputs
set_output_delay [expr $clk_period * $clk_io_pct] -clock clk0 [all_outputs]
```

==> results.txt <==
first-pass GRT wire length -> 3020000 µm
Clock Sinks -> 8193
gr ovfl total -> 146
top cells by count, synth -> edfxtp_1, a22oi_1, nand3_1
cts hold-fix bufs -> 0
EDFF count, synth -> 8192
GRT Util Overall -> 87.5%
Most common reg cell -> edfxtp_1
Exit stage -> global routing (5_1_grt)
CTS Buf Count -> 819
async set or reset register ratio after synthesis -> 0.0122%
CTS root buffer -> clkbuf_16
Die Wd -> 779 µm
Top Ports -> 85
largest net degree at the start of global routing -> 129
most common cell in the netlist -> edfxtp_1
status -> stopped before the end
Port Buf Inserts -> 76
Chip Height -> 779 µm
number of cells in Yosys stat -> 17000
Seq share, synth -> 81.5%
vias in the first global route -> 271000
Area leader share -> 81.5%
post-placement cell area -> 0.341 mm²
Netlist Area Pre-Place -> 0.302 mm²
GP Congestion -> 1.19
Error -> [ERROR GRT-0116] Global routing finished with congestion. Check the congestion regions in the DRC Viewer.
H-tree levels -> 6
post-synth cell types -> 79
YS chip area -> 0.302 mm²
top cells, area -> edfxtp_1, a22oi_1, nand3_1
Synth warnings -> 2
Synth Instances -> 17000
DP HPWL -> 1540000 µm
#FFs+latches synth -> 8193
Synth area leader -> edfxtp_1
Std-Cell Rows -> 285
Max Root-Sink Buffers -> 4
fp util -> 50.2%
Syn Area/Cell -> 17.7 µm²
-- per-layer routing --
layer	overflow	track usage (%)
met4	10	80.2
met2	8	93.5
met1	61	84.6
met3	64	87.4
met5	3	81.6
-- stage by stage --
step / instances / util (%) / worst slack [ns]
floorplan: 17000 / - / 1.87
global placement: 26900 / 56.6 / -0.857
detailed placement: 26900 / 56.7 / -0.702
CTS: 28400 / 61.1 / 0.00190
-- logic make-up after synthesis --
logic type / synth area share (%)
flip-flops: 81.5
AND-OR/OR-AND: 10.1
AND/OR/NAND/NOR: 6.62
buffers and inverters: 1.79
multiplexers: 0.0336
XOR/XNOR: 0.00290
-- timing repair --
item / CTS
gates resized: 54
endpoints found under the setup margin: 31
buffers inserted: 36
hold endpoints to repair: 0
pin swaps: 18
