File: flow/config.mk
export PLATFORM = sky130hd
export DESIGN_NAME = led_cercle
export DESIGN_NICKNAME = led_cercle
export VERILOG_FILES = /design/flow/design.v
export SDC_FILE = /design/flow/constraint.sdc
export NUM_CORES = 4
export LEC_CHECK = 1
export CORE_UTILIZATION = 40
File: flow/constraint.sdc
current_design led_cercle

set clk_period 5.8
set clk_io_pct 0.2

create_clock -name clk0 -period $clk_period [get_ports {clk}]

set non_clock_inputs [all_inputs -no_clocks]
set_input_delay [expr $clk_period * $clk_io_pct] -clock clk0 $non_clock_inputs
set_output_delay [expr $clk_period * $clk_io_pct] -clock clk0 [all_outputs]
File: flow/design.v
module led_cercle (
    input  wire clk , rst_n,
    output wire [15:0] led 
);
reg [15:0] led_reg;
localparam idle             = 4'b0000;
localparam statu_left_right = 4'b0001;
localparam statu_right_left = 4'b0010;
localparam statu_mid_side   = 4'b0100;
localparam statu_side_mid   = 4'b1000;
localparam statu_end        = 4'b1010;
reg [3:0] statu , statu_next ;
always @(posedge clk or negedge rst_n) begin
    if (!rst_n) begin
        statu_next <= idle;
        statu      <= idle;
    end else begin
        statu <= statu_next;
        case (statu)
            idle:begin
                if (led_reg == {{1'b1},{15{1'b0}}}) begin
                    statu_next <= statu_left_right;   
                end
            end
            statu_left_right:begin
              if (led_reg[0] == 1 ) begin
                statu_next <= statu_right_left;
              end else begin
                statu_next <= statu_next;
              end
            end
            statu_right_left:begin
               if (led_reg[15] == 1 ) begin
                statu_next <= statu_mid_side;
              end else begin
                statu_next <= statu_next;
              end
            end
            statu_mid_side:begin
              if (led_reg[15] == 1 && led_reg[0] == 1 ) begin
                statu_next <= statu_side_mid;
              end else begin
                statu_next <= statu_next;
              end
            end
            statu_side_mid:begin
              if (led_reg[7] == 1 && led_reg[8] == 1 ) begin
                statu_next <= idle;
              end else begin
                statu_next <= statu_next;
              end
            end
        endcase
    end
end
localparam counter_number = 50;
reg [25:0] counter ;
reg counter_fleg;
always @(posedge clk or negedge rst_n) begin
    if (!rst_n) begin
        counter <= 26'b0;
        counter_fleg <= 1'b0;
    end else begin
        if (counter == counter_number) begin
            counter <= 26'b0;
            counter_fleg <= 1'b1;
        end else begin
            counter <= counter + 1'b1;
            counter_fleg <= 1'b0;
        end
    end
end
reg [1:0]first_come;
always @(posedge clk or negedge rst_n) begin
    if (!rst_n) begin
        led_reg <= 16'b0;
        first_come <= 2'b0;
    end else if(counter_fleg) begin
        case (statu)
            idle:begin
                led_reg <= {{1'b1},{15{1'b0}}};
            end
            statu_left_right:begin
                led_reg <= {led_reg[0],led_reg[15:1]};
            end
            statu_right_left:begin
                led_reg <= {led_reg[14:0],led_reg[15]};
            end
            statu_mid_side:begin
                if (first_come == 2'b01) begin
                    led_reg[15:8] <={led_reg[14:8],led_reg[15]} ;
                    led_reg[7:0]  <= {led_reg[0],led_reg[7:1]};
                end else begin
                    led_reg [15:8]  <= {{7{1'b0}},1'b1};
                    led_reg [7:0]   <= {1'b1,{7{1'b0}}};
                    first_come <= 2'b01;
                end
            end
            statu_side_mid:begin
                if (first_come == 2'b10) begin
                    led_reg[15:8] <={led_reg[8],led_reg[15:9]} ;
                    led_reg[7:0]  <= {led_reg[6:0],led_reg[7]};
                end else begin
                    led_reg [15:8]  <= {1'b1,{7{1'b0}}};
                    led_reg [7:0]   <= {{7{1'b0}},1'b1};
                    first_come <= 2'b10;
                end
            end
        endcase
    end
end
assign led = led_reg;
endmodule
File: flow/run.sh
#!/bin/bash
# OpenROAD 26Q1-2900-gdf79404cd8, Yosys 0.63+post, stock flow scripts
make -C /OpenROAD-flow-scripts/flow DESIGN_CONFIG=/design/flow/config.mk WORK_HOME=/design/flow/orfs finish
==> out/results.tsv <==
metric	value	unit
Post-route DRC	0	
Ant. Diodes	0	
CTS root buffer	clkbuf_8	
critical setup path kind	reg2out	
storage element area	1330	µm²
Yosys Chip Area	2720	µm²
RSZ-0062 raised after global routing	false	
Layout fillers	610	
Final Hold Fails	0	
Die W	84.5	µm
metal2 WL	2440	µm
post-synth top area cell	dfrtp_1	
routed len/inst	14.4	µm
final setup vio count	0	
Finished Layout Cells	365	
R2R setup slack	3.53	ns
number of hold buffers added after cts	0	
Final Critical Period	2.57	ns
WL final	5250	µm
# port buffers	17	
TNS Setup	0	ns
Pwr Total	591	µW
Final Wtd Congestion	0.820	
Hold WC Path Type	reg2reg	
CTS resizes	0	
Placed Cells	357	
largest net degree at the start of global routing	54	
DRT iter0 DRCs	128	
via count of the first global-routing pass	1918	
outcome	completed	
YS warnings	1	
worst skew pair latency	0.31	ns
setup repair bufs after CTS	0	
Die H	84.5	µm
most numerous cell in the Yosys netlist	dfrtp_1	
share of cells above drive strength 1	9.03	%
DP Wirelength	3460	µm
CP Cell Sequence	clkdlybuf4s50_1	
WHS Path Cells	0	
Max Clk Rate	389	MHz
post-synth cell types	49	
DP Area	2940	µm²
skew final	0.00978	ns
num rows	29	
clock sinks	53	
DR vias/cell	5.60	
Overflow after GRT	0	
post-synthesis sequential area ratio	48.7	%
Worst Path Arrival	1.41	ns
area grow syn2layout	11.1	%
Pleak	0.00122	µW
top cells by count	dfrtp_1 (53), nand2_1 (30), nor2_1 (20)	
drt pass-1 iters	23	
core box area	6460	µm²
Max stage delay on crit path	0.57	ns
Seq cells post-synth	53	
Max-Cap Viols	0	
ANT nets after route	0	
Initial Util	42.2	%
Slew HR	48.3	%
required time worst endpoint	4.64	ns
Worst-path clk slew	0.10	ns
GR Util All Layers	16.2	%
OpenROAD warnings	26	
Cells after Synth	272	
initial antenna violation count	0	
first-pass GRT wire length	9300	µm
CP Depth	1	
# H-tree levels	2	
Avg Synthesized Cell Area	10.0	µm²
ys cells	272	
CP Capture Type	output pin	
peak supply drop	0.0967	mV
Slowest-stage cell, CP	dfrtp_1	
Top cells by area	dfrtp_1 (49%), xnor2_1 (6.1%), a22oi_1 (4.4%)	
top layer in use	met4	
fin area	3030	µm²
worst-margin pin slew	0.776	ns
EDFF count, synth	0	
Startpoint Class	flip-flop	
vias	2044	
Post-Syn Area	2720	µm²
chip area	7140	µm²
max reg flops	26	
Metal-1 WL	2490	µm
worst-case reg-to-reg path depth	5	
delay-heaviest family, CP	flip-flops	
Clock Tree Buf Depth	2	
fin. max-slew vios	0	
ys async rst share	100	%
CTS Buf Count	5	
most used flip-flop cell	dfrtp_1	
Cell Pwr Density	195	nW/µm²
CTS tree	yes	
Max-area cell share	48.7	%
worst-path fanout max	9	
Period Utilization, post-route	44.4	%
Comb area	1300	µm²
Ports	18	
metal3 WL	266	µm
worst path buffer plus inverter count	1	
-- where the power goes --
part           internal, µW  total [µW]  switching [µW]  leakage [µW]
combinational         0.673        7.83            7.16      0.000443
sequential              369         369               0      0.000731
clock                  86.0         214             128     0.0000445
total                   456         591             135       0.00122
-- cell type report --
type,count,share of cell area (%)
clock buffer,5,2.27
clock inverter,3,0.703
inverter,10,1.24
multi-input combinational,199,43.1
sequential,53,43.8
tap,77,3.18
timing repair buffer,18,5.71
-- through the flow --
| step | worst slack [ns] | utilization, % | hold slack [ns] |
|---|---|---|---|
| global route | 3.20 | 46.8 | 0.410 |
| detailed placement | 3.57 | 45.4 | 0.368 |
| CTS | 3.22 | 46.8 | 0.393 |
| global placement | 3.59 | 45.4 | 0.370 |
| floorplan | 4.21 | - | 0.354 |
| finish | 3.23 | 46.8 | 0.387 |
-- cell families after synthesis --
group,count (synthesis),synth area share (%)
AND/OR/NAND/NOR,113,24.3
multiplexers,3,1.19
adder cells (fa/ha/maj),2,0.919
AND-OR/OR-AND,56,13.4
XOR/XNOR,25,8.04
buffers and inverters,20,3.49
flip-flops,53,48.7
-- per-layer routing --
layer | up-vias | global-route usage, %
li1 | 1007 | -
met1 | 972 | 26.0
met2 | 58 | 25.6
met3 | 7 | 2.29
met4 | 0 | 1.69
met5 | - | 0
-- path summary, 6_finish.rpt --
check / from / to
max: led_reg[15]$_DFFE_PN0P_ / led[15]
min: statu_next[0]$_DFFE_PN0P_ / statu[0]$_DFF_PN0_
max reg2reg: statu[2]$_DFF_PN0_ / led_reg[15]$_DFFE_PN0P_
min reg2reg: statu_next[0]$_DFFE_PN0P_ / statu[0]$_DFF_PN0_
max in group asynchronous: rst_n / counter[15]$_DFF_PN0_
min in group asynchronous: rst_n / statu[0]$_DFF_PN0_
-- cells in the final DEF (no fill, tap or decap), drive strengths merged, types with 2 or more instances in the layout --
master          n
dfrtp          53
nand2          30
nor2           22
o21ai          22
xnor2          19
a22oi          16
clkdlybuf4s50  16
nor3           14
nand3          11
inv            11
nand4           9
nor4            7
a21oi           7
xor2            6
clkbuf          5
nor2b           4
a31oi           3
nand2b          3
nor4b           2
or3b            2
mux2            2
nor3b           2
a21o            2
nand3b          2
ha              2
buf             2
Power figures rest on the tool's default switching activity, not on a simulated workload.
